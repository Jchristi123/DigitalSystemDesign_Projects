`run.sh`:
```
#!/bin/bash
# OpenROAD 26Q1-2900-gdf79404cd8, Yosys 0.63+post, stock flow scripts
make -C /OpenROAD-flow-scripts/flow DESIGN_CONFIG=/design/flow/config.mk WORK_HOME=/design/flow/orfs finish
```
`config.mk`:
```
export PLATFORM = sky130hd
export DESIGN_NAME = simpleSPI
export DESIGN_NICKNAME = simpleSPI
export VERILOG_FILES = /design/flow/design.v
export SDC_FILE = /design/flow/constraint.sdc
export NUM_CORES = 4
export LEC_CHECK = 1
export CORE_UTILIZATION = 40
```
`constraint.sdc`:
```
current_design simpleSPI

set clk_period 5.1
set clk_io_pct 0.2

create_clock -name clk0 -period $clk_period [get_ports {clk}]

set non_clock_inputs [all_inputs -no_clocks]
set_input_delay [expr $clk_period * $clk_io_pct] -clock clk0 $non_clock_inputs
set_output_delay [expr $clk_period * $clk_io_pct] -clock clk0 [all_outputs]
```
`design.v`:
```
`timescale 1ns/1ps
module simpleSPI
  (
   input         clk,
   input         rst_l,
   input         SDO,
   output reg        CS,
   output reg        SCLK,
   input         rd,
   output reg        d_ready,
   output reg [15:0] d
   );
   reg        t;           
   reg        t_rst;       
   reg [31:0] t_count;     
   reg [31:0] sclk_count;  
   reg [2:0] state;
   reg [3:0] bit_index;
   initial begin
      state      = 0;
      t          = 0;
      t_rst      = 0;
      bit_index  = 0;
      t_count    = 0;
      sclk_count = 0;
      SCLK         = 0;
      CS           = 1;
      d            = 0;
      d_ready      = 0;
   end
   always @(posedge clk, negedge rst_l) begin
      if (!rst_l) begin
     SCLK <= 0;
     sclk_count <= 0;    
      end
      else begin
     if (sclk_count == 25) begin
        SCLK <= ~SCLK;
        sclk_count <= 0;
     end
     else begin
        sclk_count <= sclk_count + 1;
     end
      end
      end
   always @(posedge SCLK) begin
      if (t_rst) begin
     t  <= 0;
     t_count <= 0;
      end
      else begin
     if (t_count == 10) begin
        t <= 1;
     end
     else begin
        t_count <= t_count + 1;
     end
      end
   end
   always @(posedge SCLK, negedge rst_l) begin
      if (!rst_l) begin
     state <= 0;     
      end
      else begin
     case (state)
       0:  
         begin
            d_ready <= 0;
            CS <= 1;
            t_rst <= 1;
            state <= 1;
         end
       1:  
         begin
            t_rst <= 0;
            state <= 2;
         end
       2:  
         begin
            if (t && rd)begin
                CS <= 0;
                bit_index <= 15;
                state <= 3;
            end
            else begin
            state <= 2;
            end
         end
       3:  
         begin
            if (bit_index == 0)begin
                d[bit_index] <= SDO;
                d_ready <= 1;
                CS <= 1;
                state <= 4;
            end
            else if(bit_index > 0)begin
                d[bit_index] <= SDO;
                bit_index <= bit_index - 1;
            end
         end
       4:  
         begin
            if (rd == 0)begin
                d_ready <= 0;
                t_rst <= 1;
                state <= 1;
            end
            else begin
                state <= 4;
            end
         end
       default:  
         begin
        state <= 0;     
         end
     endcase  
      end
   end
endmodule  
```
==> flow_summary.json <==
{
  "switching_share": 0.1915,
  "hp-class": "reg -> reg",
  "drc": 0,
  "drv_slew": 0,
  "area_leaders": "dfrtp_1 (20%), edfxtp_1 (16%), dfxtp_1 (15%)",
  "num_rows": 37,
  "p_comb_frac": 0.023,
  "syn_area_sq_mm": 0.004403,
  "edf_count": 23,
  "outcome": "complete, no violations",
  "grt-ovfl-total": 0,
  "crit-reg2reg-launch": "sclk_count[0]$_DFF_PN0_",
  "worstSetupPathType": "reg -> out",
  "period_used_share": 0.4112,
  "lay_top_count": "nor2_1",
  "final_antenna_net_count": 0,
  "warnings": 30,
  "hold_path_startpoint": "sclk_count[31]$_DFF_PN0_",
  "tritoncts": "done",
  "hpwl_um": 5429,
  "crit_family": "buffers and inverters",
  "die_h_um": 106.9,
  "p_clk_frac": 0.477,
  "ys_area_sq_mm": 0.004403,
  "ys_cells": 440,
  "power.switching_w": 0.0001007,
  "cts_max_level": 2,
  "grt_max_degree": 61,
  "grt_pass1_vias": 2892,
  "rsz0062_at_grt": "false",
  "routed_wl_um": 7404,
  "critPathMaxFanout": 2,
  "antenna_found_initial": 0,
  "wl_per_cell_um": 12.42,
  "setup-violations-final": 0,
  "firstDrtPassIters": 4,
  "fmax_mhz": 476.9,
  "mostFrequentLayoutCells": "nor2_1 (59), nand2_1 (41), xnor2_1 (39), dfrtp_1 (36), dfxtp_1 (33)",
  "p_total_w": 0.0005258,
  "via_per_inst": 5.079,
  "skew_ns": 0.005016,
  "insertion_delay_ns": 0.28,
  "hold_viol_final": 0,
  "cap_violations": 0,
  "fp_util": 0.4190,
  "ios": 23,
  "async_flop_share": 0.3913,
  "vdd_ir_drop_max_uv": 186.1,
  "cts_setup_buffers": 0,
  "grt_pass1_wl_um": 13280,
  "worstSetupStartpoint": "SCLK$_DFFE_PN0N_",
  "synthDistinctLibCells": 43,
  "ys_seq_share": 0.5115,
  "crit_chain": "clkdlybuf4s50_1",
  "num_vias": 3027,
  "p_seq_frac": 0.500,
  "synth_cells": 440,
  "leakagePower_nw": 1.829,
  "fin_tns_setup_ns": 0,
  "portBuffers": 22,
  "gp_congestion": 0.8179,
  "diodes": 0,
  "clk_path_buf_depth": 2,
  "synth_warnings": 1,
  "worstPathArrival_ns": 1.08,
  "unclocked_regs": 59,
  "drive_gt1_frac": 0.05217,
  "synthFlopType": "dfrtp_1",
  "cp_data_required_time_ns": 4.08,
  "critPathSlowestCell": "clkdlybuf4s50_1",
  "syn_area_per_cell_sq_um": 10.01,
  "min_period_ns": 2.097,
  "numSynthFlops": 92,
  "track_usage": 0.1450,
  "drtIter0Drc": 146,
  "worst_setup_path_start_kind": "register",
  "dieWidth_um": 106.9,
  "numCtsBuffers": 5,
  "path_buffers": 1,
  "end_kind": "output pin",
  "fin_ws_ns": 3.003,
  "yosys.area.top_type": "dfrtp_1",
  "cts_resized": 0,
  "p_int_w": 0.0004250,
  "place_ws_ns": 3.152,
  "tightest_slew_ns": 0.8014,
  "cts_hold_buf": 0,
  "slowest_delay_ns": 0.46,
  "relSlewSlack": 0.4646,
  "cts-root-buf": "clkbuf_8",
  "untimed_endpoints": 100,
  "core_area_sq_mm": 0.01051,
  "die-area_sq_mm": 0.01143,
  "path_clk_slew_ns": 0.06,
  "syn2layout_area_growth_pct": 10.60,
  "netlist.area_leader.share": 0.2046,
  "p_per_area_mw_per_mm2": 108.0,
  "nFillCells": 953
}
## power by group through the flow
stage / logic (W) / clock network (W) / registers (W)
CTS: 0.0000128 / 0.000258 / 0.000263
global route: 0.0000144 / 0.000270 / 0.000263
finish: 0.0000120 / 0.000251 / 0.000263
## per-layer routing
layer	global-route usage	vias up	wire, um
met5	0	-	0
met4	0.01076	0	48
met3	0.01922	4	209
met2	0.2304	46	3435
met1	0.2310	1402	3711
li1	-	1575	-
## cell usage after synthesis, types with 2 or more instances
cell type	count
and4_1	7
a21oi_1	3
clkbuf_1	11
dfxtp_1	33
ha_1	8
nand4_1	19
mux2_2	4
nor2b_1	4
nand3_1	24
nand2b_1	2
or2_2	2
edfxtp_1	23
dfrtp_1	36
xor2_1	24
and3b_1	2
or4_1	2
nor4_2	3
xnor2_1	39
nor2_1	59
nor3_1	13
o21ai_0	14
nor4_1	16
nor3b_1	2
and2_1	3
and3_1	11
nand2_1	41
o2bb2ai_1	6
inv_1	14
## per-stage QoR
step | area (sq um) | util | instances | hold WS, ns
global placement | 4753 | 0.4523 | 588 | 0.4661
global route | 4870 | 0.4634 | 596 | 0.4925
floorplan | 4403 | - | 440 | 0.4426
detailed placement | 4753 | 0.4523 | 588 | 0.4719
finish | 4870 | 0.4634 | 596 | 0.4740
CTS | 4870 | 0.4634 | 596 | 0.4842
## logic make-up (layout without fill, tap and decap cells)
kind of cell,count (synthesis),in the layout,synth area share
AND-OR/OR-AND,27,27,0.03865
XOR/XNOR,63,63,0.1253
adder cells (fa/ha/maj),8,8,0.02273
buffers and inverters,27,47,0.02501
flip-flops,92,92,0.5115
multiplexers,6,6,0.01506
AND/OR/NAND/NOR,217,217,0.2617
## layout make-up
cell class	instances	area (sq um)	share of cell area
clock buffer	7	86.33	0.01773
clock inverter	1	30.03	0.006166
inverter	14	52.55	0.01079
multi-input combinational	321	2041	0.4191
sequential	92	2252	0.4625
tap	136	170.2	0.03494
timing repair buffer	25	237.7	0.04882
## state kept, by name (all words and copies together), names as in the netlist
signal      count
state           3
d              16
CS              1
sclk_count     32
d_ready         1
SCLK            1
t_count        32
t               1
bit_index       4
t_rst           1
## path summary, 6_finish.rpt
kind	end	slack, ns	cells after the start
setup / recovery	SCLK	3.00	1
hold / removal	sclk_count[31]$_DFF_PN0_	0.47	1
setup reg to reg	sclk_count[28]$_DFF_PN0_	3.12	6
hold reg to reg	sclk_count[31]$_DFF_PN0_	0.47	1
max in group asynchronous	sclk_count[25]$_DFF_PN0_	3.98	2
min in group asynchronous	sclk_count[13]$_DFF_PN0_	0.78	2
No activity file was given, so power comes from the tool's default toggle rates.
