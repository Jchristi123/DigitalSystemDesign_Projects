**flow/run.sh**
```bash
#!/bin/bash
# OpenROAD 26Q1-2900-gdf79404cd8, Yosys 0.63+post, stock flow scripts
make -C /OpenROAD-flow-scripts/flow DESIGN_CONFIG=/design/flow/config.mk WORK_HOME=/design/flow/orfs finish
```
**flow/config.mk**
```make
export PLATFORM = sky130hd
export DESIGN_NAME = dim_leds
export DESIGN_NICKNAME = dim_leds
export VERILOG_FILES = /design/flow/design.v
export SDC_FILE = /design/flow/constraint.sdc
export NUM_CORES = 4
export LEC_CHECK = 1
export CORE_UTILIZATION = 30
```
**flow/constraint.sdc**
```tcl
current_design dim_leds

set clk_period 3.4
set clk_io_pct 0.2

create_clock -name clk0 -period $clk_period [get_ports {sys_clk}]

set non_clock_inputs [all_inputs -no_clocks]
set_input_delay [expr $clk_period * $clk_io_pct] -clock clk0 $non_clock_inputs
set_output_delay [expr $clk_period * $clk_io_pct] -clock clk0 [all_outputs]
```
**flow/design.v**
```verilog
`timescale 1ns / 1ps
module dim_leds(
    input         sys_clk,
    output [15:0] LED,
    output [3:0]  an,
    output [6:0]  seg
    );
    reg [7:0] din;
    wire      sout;
    integer   count;
    reg       div_clk;
    reg       count_up;  
    assign LED = {16{sout}};
    pwm_0 MOD1(
        .clk(sys_clk),
        .din(din),
        .sout(sout)
     );
    initial begin
        din = 0;
        count = 0;
        count_up = 1;
    end
    always @(posedge sys_clk) begin
        if (count >= 500_000) begin
            count <= 0;
            div_clk <= ~div_clk;
        end
        else 
            count <= count + 1;
    end
    always @(posedge div_clk) begin
        if (count_up)
           din <= din + 1;
        else
           din <= din - 1;       
       if ((count_up)&&(din == 254)) 
          count_up <= 0;            
       else if ((~count_up)&&(din==1))
          count_up <= 1;
    end
endmodule
`timescale 1ns/1ps
module pwm_0 (
  input clk,
  input wire [7:0] din,
  output reg sout
);
  reg [7:0] counter;
  initial begin
    counter = 0;
  end
  always @(posedge clk) begin
    if (counter < din) begin
      sout <= 1;
    end else begin
      sout <= 0;
    end
    if (counter == 255) begin
      counter <= 0;
    end else begin
      counter <= counter + 1;
    end
  end
endmodule
```
==> out/results.txt <==
fmax -> 482.5 MHz
Worst path top cell family by delay -> flip-flops
Yosys cell types -> 44
FP Rows -> 33
Reg2Reg Setup Slack -> 1.64 ns
CTS tree -> done
RSZ-0062 raised after global routing -> no
routed length per instance -> 9.590 microns
max-slew violation count -> 0
hold endpoint -> count[31]
Cell Count, Final, Fillers Out -> 395
fin crit period -> 2.072 ns
clk root buf -> clkbuf_8
layout filler cell count -> 833
dpl cells -> 387
post-route ant nets -> 0
largest net degree at the start of global routing -> 33
CTS Buf Count -> 5
die y size -> 95.66 microns
CP Depth -> 1
Max Clock Skew -> 0.008512 ns
cell count after synthesis -> 288
Slowest cell on crit path -> dfxtp_1
cells on worst reg2reg path -> 4
R2R Path End -> div_clk
chip width -> 95.66 microns
Buf/Inv on CP -> 1
r2r startpoint -> count[25]
#FFs+latches synth -> 51
Max Cap Viol -> 0
setup TNS -> 0 ns
DRT Wirelength -> 3788 microns
outcome -> completed
maximum clock path buffer count -> 2
layout cells sized above 1 -> 6.552%
Init Core Util -> 31.55%
Worst-Margin Slew -> 0.7000 ns
hold path depth -> 2
HP Start -> count[31]
synthesized area -> 2631 sq um
area reported by Yosys stat -> 2631 sq um
vias -> 1746
gpl congestion -> 0.7815
hold_buf cts -> 0
Design Area, Final -> 2836 sq um
Inserted Diodes -> 0
Yosys warnings -> 13
DR DRC count -> 0
ys cells -> 288
worst-skew pair later-pin latency -> 0.29 ns
CP Data Required Time -> 2.72 ns
vias in the first global route -> 1566
critical path class -> reg -> out
Hold Path Class -> reg -> reg
Initial DRC Count -> 33
H-tree Lvls -> 2
PD cells -> 296.2 nW/um^2
num ports -> 28
Setup Fix Bufs, Post-CTS -> 0
Worst Setup End Kind -> output pin
Worst-path clk slew -> 0.08 ns
cts repair resizes -> 0
Port Buffers -> 16
Synth Area per Inst -> 9.136 sq um
first-pass GRT wire length -> 6796 microns
endpoints left unconstrained -> 9
crit start category -> register
Core Area -> 8341 sq um
crit-path cells -> clkdlybuf4s50_1
register pins left without a clock -> 9
initial antenna violation count -> 0
final tally of setup violations -> 0
arrival time worst endpoint -> 1.39 ns
DR pass1 iterations -> 4
overall power -> 0.8403 mW
HPWL after detailed placement -> 2744 microns
Synth-to-Final Area Change -> 7.798%
CP max stage delay -> 0.56 ns
Max VDD drop -> 0.2002 mV
Seq/Total Area, Yosys -> 39.18%
peak fanout along the critical path -> 16
tool warnings -> 30
Total GRT Usage -> 9.167%
area of the die -> 9150 sq um
total grt overflow -> 0
cycle use final -> 60.96%
fin util -> 34.01%
Post-DP Area -> 2735 sq um
max_slew headroom -> 53.33%
vias per inst -> 4.420
leakage power -> 1.197 nW
Hold Violations, Final -> 0
flip-flops by register name (all words and copies together) (netlist names):
register,flops
count,32
MOD1.sout,1
div_clk,1
count_up,1
din,8
MOD1.counter,8
logic make-up (layout without fill, tap and decap cells):
group,after synthesis,count (layout),synth area share (%)
compound gates,21,21,5.706
xor+xnor,41,41,13.65
fa+ha+maj,14,14,6.657
buf+inv,48,40,10.84
flops,51,51,39.18
mux,1,1,0.3804
other cells,1,11,0.1425
simple gates,111,111,23.44
synthesized netlist by cell type (all sizes together):
master | number | area (sq um)
dfxtp | 50 | 1001
nor2 | 41 | 166.4
buf | 30 | 217.7
xor2 | 24 | 210.2
xnor2 | 17 | 148.9
inv | 16 | 60.06
nand3 | 16 | 80.08
ha | 14 | 175.2
nand4 | 13 | 102.6
nand2 | 12 | 45.04
and3 | 9 | 57.56
nor4 | 8 | 86.33
a21oi | 4 | 20.02
nor3 | 4 | 20.02
o21ai | 3 | 15.01
a21o | 2 | 15.01
a31oi | 2 | 12.51
a41oi | 2 | 17.52
and4 | 2 | 18.77
clkbuf | 2 | 7.510
nor2b | 2 | 12.51
a211o | 1 | 8.760
a211oi | 1 | 7.510
a41o | 1 | 10.01
and2 | 1 | 6.260
conb | 1 | 3.750
edfxtp | 1 | 30.03
mux2i | 1 | 10.01
nand2b | 1 | 6.260
nor4b | 1 | 8.760
o2111ai | 1 | 8.760
o211a | 1 | 10.01
o22a | 1 | 8.760
o31ai | 1 | 7.510
o41ai | 1 | 8.760
or3 | 1 | 6.260
final cells by class:
| cell class | instances | area [sq um] | area share, % |
|---|---|---|---|
| tap | 105 | 131.4 | 4.632 |
| inverter | 16 | 60.06 | 2.117 |
| multi-input combinational | 199 | 1353 | 47.68 |
| timing repair buffer | 16 | 160.2 | 5.646 |
| clock buffer | 8 | 101.3 | 3.573 |
| sequential | 51 | 1031 | 36.35 |
where the power goes:
| group | total (mW) | switching [mW] | internal [mW] |
|---|---|---|---|
| clock network | 0.347 | 0.157 | 0.190 |
| logic | 0.000207 | 0.000206 | 0 |
| registers | 0.493 | 0 | 0.493 |
| total | 0.840 | 0.157 | 0.683 |
through the flow:
| step | hold slack [ns] | worst slack [ns] |
|---|---|---|
| final | 0.4579 | 1.328 |
| after global routing | 0.4941 | 1.181 |
| after CTS | 0.4555 | 1.281 |
| after detailed placement | 0.4389 | 1.610 |
| after global placement | 0.4393 | 1.615 |
| after floorplan | 0.4160 | 1.852 |
metal layers:
metal | global-route usage (%) | vias up | wire length [microns]
met1 | 13.68 | 777 | 1963
met5 | 0 | - | 0
met2 | 14.70 | 23 | 1672
met3 | 1.460 | 4 | 122
met4 | 0.9950 | 0 | 29
li1 | - | 942 | -
placed cells by master, fill, tap and decap left out, types with 2 or more instances in the layout:
cell              n
a21o_1            2
a21oi_1           4
a31oi_1           2
a41oi_1           2
and3_1            8
clkbuf_1          2
clkbuf_8          5
clkdlybuf4s50_1  16
conb_1           11
dfxtp_1          50
ha_1             14
inv_1            16
nand2_1          12
nand3_1          16
nand4_1          11
nor2_1           36
nor2_2            5
nor2b_1           2
nor3_1            4
nor4_1            5
nor4_4            2
o21ai_0           3
xnor2_1          17
xor2_1           24
how the worst max path moves through the flow:
stage	from	to	slack, ns
finish	MOD1.sout	LED[6]	1.33
CTS	MOD1.sout	LED[6]	1.28
global route	MOD1.sout	LED[3]	1.18
No activity file was given, so power comes from the tool's default toggle rates.
