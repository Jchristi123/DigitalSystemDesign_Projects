==> flow/design.v <==
`timescale 1ns/1ps
module decoder2_4(
    input [1:0] d,
    input en,
    output reg [3:0] o
    );
        always @(*) begin
    if(en)begin
    case (d)
        2'b00: o=4'd1;
        2'b01: o=4'd2;
        2'b10: o=4'd4;
        2'b11: o=4'd8;
    endcase
    end
    else
        o = 4'd0;
    end
endmodule
`timescale 1ns/1ps
module decoder3_8(
    input [2:0] d,
    input en,
    output reg [7:0] o
    );
    always @(*) begin
    if(en)begin
    case (d)
        3'd7: o=8'd1;
        3'd6: o=8'd2;
        3'd5: o=8'd4;
        3'd4: o=8'd8;
        3'd3: o=8'd16;
        3'd2: o=8'd32;
        3'd1: o=8'd64;
        3'd0: o=8'd128;
    endcase
    end
    else
        o = 8'd0;
    end
endmodule
`timescale 1ns/1ps
module decoder4_16(
    input [3:0] d,
    input en,
    output [15:0] o
    );
    wire en1, en2;
    assign en2 = en&~d[3];
    assign en1 = en&d[3];
    decoder3_8 low (
    .en(en1),
    .d(d[2:0]),
    .o(o[7:0]));
    decoder3_8 high (
    .en(en2),
    .d(d[2:0]),
    .o(o[15:8])
    );
endmodule
`timescale 1ns/1ps
module mux4_1(
    input [3:0] a,
    input [3:0] b,
    input [3:0] c,
    input [3:0] d,
    input [1:0] sel,
    output reg [3:0] y
);
always@(sel)
begin
    case(sel)
        2'b00: y = a;
        2'b01: y = b;
        2'b10: y = c;
        2'b11: y = d;
    endcase
end
endmodule
`timescale 1ns/1ps
module new_seven_seg(
   input [3:0] in,
   output [6:0] seg
);
wire [15:0] d;
decoder4_16 decoder4_16_1(
    .d(in),
    .en(1),
    .o(d)
);
    assign seg[0] = ~|(d & 16'hb7eb);
    assign seg[1] = ~|(d & 16'hf9e4);
    assign seg[2] = ~|(d & 16'hdff4);
    assign seg[3] = ~|(d & 16'hb6de);
    assign seg[4] = ~|(d & 16'ha2bf);
    assign seg[5] = ~|(d & 16'h8efb);
    assign seg[6] = ~|(d & 16'h3ef7);
endmodule
`timescale 1ns/1ps
module seg_4_display(
    input clk,
    input rst_l,
    input [3:0] a1,
    input [3:0] a2,
    input [3:0] a3,
    input [3:0] a4,
    output [6:0] seg,
    output [3:0] ANout
);
wire mclk;
wire [3:0] in;
wire [3:0] AN;
reg [1:0] anode;
assign ANout = ~AN;
clock_divider #(.N(25000)) clock_divider_1(
    .clk(clk),
    .rst_l(rst_l),
    .div_clk(mclk)
);
decoder2_4 decoder2_4_1(
    .d(anode),
    .en(1'b1),
    .o(AN)
);
always@(posedge mclk) begin
    if (anode < 3)
        anode <= anode + 1;
    else
        anode <= 0;
end
mux4_1 mux4_1_1(
    .a(a1),
    .b(a2),
    .c(a3),
    .d(a4),
    .sel(anode),
    .y(in)
);
new_seven_seg new_seven_seg_1(
    .in(in),
    .seg(seg)
);
endmodule
`timescale 1ns/1ps
module clock_divider
#(
   parameter N=300_000
 )
 (
  input      clk,
  input      rst_l,
  output reg div_clk
  );
   integer   clk_count;
   initial begin
      clk_count = 0;
      div_clk   = 0;
   end
   always @(posedge clk, negedge rst_l) begin
      if (!rst_l) begin
         clk_count <= 0;
         div_clk   <= 0;
      end
      else begin
         if (clk_count == N) begin
            clk_count <= 0;
            div_clk   <= 1;
         end 
         else begin
            clk_count <= clk_count + 1;
            div_clk   <= 0;
         end 
      end 
   end  
endmodule  
==> flow/run.sh <==
#!/bin/bash
# OpenROAD 26Q1-2900-gdf79404cd8, Yosys 0.63+post, stock flow scripts
make -C /OpenROAD-flow-scripts/flow DESIGN_CONFIG=/design/flow/config.mk WORK_HOME=/design/flow/orfs finish
==> flow/config.mk <==
export PLATFORM = sky130hd
export DESIGN_NAME = seg_4_display
export DESIGN_NICKNAME = seg_4_display
export VERILOG_FILES = /design/flow/design.v
export SDC_FILE = /design/flow/constraint.sdc
export NUM_CORES = 4
export LEC_CHECK = 1
export CORE_UTILIZATION = 40
==> flow/constraint.sdc <==
current_design seg_4_display

set clk_period 4.4
set clk_io_pct 0.2

create_clock -name clk0 -period $clk_period [get_ports {clk}]

set non_clock_inputs [all_inputs -no_clocks]
set_input_delay [expr $clk_period * $clk_io_pct] -clock clk0 $non_clock_inputs
set_output_delay [expr $clk_period * $clk_io_pct] -clock clk0 [all_outputs]
==> run summary <==
Status = complete, no violations
Vias/cell = 5.023
First-pass GRT wire length = 6216 microns
Hpwl dp = 2645 microns
Worst skew pair latency = 280 ps
Tightest Pin Transition = 634.6 ps
Die Size = 5198 sq um
Max Fclk = 268.2 MHz
Non-Filler Instances = 298
Port bufs = 28
RSZ-0062 raised after global routing = false
Yosys warns = 6
Number of max-cap violations = 0
Seq share, synth = 44.05%
Critical Path Fanout Max = 9
Worst setup SP type = input port
Die height = 72.10 microns
Total power = 0.6465 mW
VDD IR max = 0.0002182 V
Total CTS buffers = 5
Crit share post-route = 84.74%
Routed wire length = 3574 microns
Initial DRC Count = 57
PD cells = 263.4 nW/um^2
Count of final hold-check violations = 0
Setup TNS = 0 ps
Hold_buf cts = 0
Cts repair resizes = 0
Clock-pin slew on the worst setup and hold paths = 60 ps
Number of unconstrained endpoints = 6
Flops after synth = 35
Clock Path Buffers = 2
Post-Synthesis Cell Area = 1966 sq um
Clock skew = 4.656 ps
Core ar. = 4723 sq um
WP data required = 3520 ps
Fin crit period = 3729 ps
Post-route antenna net violation count = 0
Yosys Chip Area = 1966 sq um
Register pins left without a clock = 2
Leakage = 1.108 nW
Number of placed cells counting well taps = 290
Number of flops mapped to enable cells by yosys = 0
Ys cells = 195
Setup violations, final = 0
First-pass detailed-route iteration total = 4
Crit. End Element = primary output
Post-synth top cells = 33 x dfrtp_1, 19 x nor2_1, 18 x xnor2_1
All-Layer GR Usage = 15.52%
HP Class = reg2reg
Setup Buffers After CTS = 0
Dominant flop cell = dfrtp_1
Initial antenna violation count = 0
Largest net degree at the start of global routing = 34
Clk root buf = clkbuf_8
Fin. max-slew vios = 0
Gate Count Post-Synth = 195
Fraction of layout cells with a size suffix above 1 = 10.82%
CTS HTree Levels = 2
DRC = 0
Crit Path Category = in2out
IO Pins = 29
Max_slew headroom = 57.46%
P&R area growth vs syn = 24.89%
TritonCTS clock tree = yes
Cell Type Count = 42
Synth top area share = 42.01%
Log Warnings = 29
WL per Instance = 11.99 microns
Diodes inserted = 0
Synth top cell by count = dfrtp_1
Top cell type by total area after synthesis = dfrtp_1
Vias = 1497
Mean Syn Cell Area = 10.08 sq um
Fraction of registers with async set/reset = 94.29%
Overflow after GRT = 0
Final Wtd Congestion = 0.7915
Pre-Place Util = 41.62%
CP arrival = 2850 ps
Vias in the first global route = 1405
Die width = 72.10 microns
Cell area leaders = dfrtp_1 42%, xnor2_1 8.0%, xor2_1 6.7%, ha_1 3.8%, nor2_1 3.6%
Num rows = 25
routing by layer:
metal / share of wire [%] / GRT usage [%]
met2: 45 / 24.82
met3: 5.2 / 3.521
met1: 49 / 22.93
met4: 0.95 / 2.397
met5: 0 / 0
worst paths after layout:
kind	start	endpoint	slack, ps	depth (start not counted)
worst max-delay path	a4[1]	seg[6]	670	7
max in group asynchronous	rst_l	clock_divider_1.clk_count[2]	3110	2
worst min-delay path	clock_divider_1.clk_count[31]	clock_divider_1.clk_count[31]	480	1
worst max register to register	clock_divider_1.clk_count[0]	clock_divider_1.clk_count[7]	2450	6
min in group asynchronous	rst_l	clock_divider_1.clk_count[13]	990	2
worst min register to register	clock_divider_1.clk_count[31]	clock_divider_1.clk_count[31]	480	1
sequential cells by signal, indices dropped and copies added (netlist names):
signal                     flops
anode                          2
clock_divider_1.div_clk        1
clock_divider_1.clk_count     32
power breakdown:
part / total (mW) / switching (mW) / internal [mW] / leakage [nW]
clock network: 0.293 / 0.109 / 0.184 / 0.0574
registers: 0.303 / 0 / 0.303 / 0.468
logic: 0.0507 / 0.0192 / 0.0315 / 0.583
total: 0.646 / 0.128 / 0.519 / 1.11
cells in the final DEF, fill, tap and decap left out, types with 2 or more instances in the layout:
| cell | synthesis | layout |
|---|---|---|
| inv_1 | 10 | 10 |
| and3_1 | 5 | 5 |
| xor2_1 | 15 | 15 |
| nor3_1 | 3 | 3 |
| a21oi_1 | 3 | 3 |
| ha_1 | 6 | 6 |
| and4_1 | 2 | 2 |
| dfxtp_1 | 2 | 2 |
| buf_4 | 0 | 2 |
| nand4_1 | 8 | 8 |
| nand3_1 | 14 | 14 |
| dfrtp_1 | 33 | 33 |
| o31ai_1 | 2 | 2 |
| nor3_2 | 6 | 6 |
| clkdlybuf4s50_1 | 0 | 28 |
| nand2_1 | 11 | 11 |
| a222oi_1 | 3 | 3 |
| a22o_1 | 2 | 2 |
| nor2_1 | 19 | 19 |
| nor2b_1 | 4 | 4 |
| clkbuf_8 | 0 | 6 |
| nor4_1 | 5 | 5 |
| xnor2_1 | 18 | 18 |
| o21ai_0 | 2 | 2 |
kinds of logic after synthesis:
group | after synthesis | synth area share (%)
flops | 35 | 44.05
compound gates | 18 | 6.812
buf+inv | 13 | 2.610
simple gates | 87 | 26.35
mux | 2 | 1.082
xor+xnor | 33 | 14.70
fa+ha+maj | 7 | 4.392
per-stage QoR:
stage	utilization, %	hold slack (ps)	cell area [sq um]	worst slack (ps)
finish	51.97	477.0	2455	671.4
global route	51.97	516.8	2455	523.1
CTS	51.97	477.9	2455	660.4
detailed placement	49.43	465.2	2335	673.1
global placement	49.43	467.4	2335	647.0
floorplan	-	442.9	1966	1634
area by class of cell:
type | count | area (sq um)
clock inverter | 2 | 37.54
inverter | 11 | 41.29
tap | 67 | 83.83
clock buffer | 6 | 82.58
fill | 414 | 2268
multi-input combinational | 147 | 1049
sequential | 35 | 865.8
timing repair buffer | 30 | 295.3
critical path, stage by stage:
cell and delay (ps):
clkdlybuf4s50_1 460, a222oi_1 110, a21oi_2 360, nand2_1 150, or3_1 320, o21ai_0 80
clkdlybuf4s50_1 490
Power figures rest on the tool's default switching activity, not on a simulated workload.
